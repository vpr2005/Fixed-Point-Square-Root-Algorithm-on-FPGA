==> /design/flow/design.v <==
module fixed_sqrt #(
  parameter WIDTH = 16,
  parameter FRAC  = 8
)(
  input  wire clk,
  input  wire rst,
  input  wire start,
  input  wire [WIDTH-1:0] x_in,
  output reg  [WIDTH-1:0] sqrt_out,
  output reg  done
);
  reg [2*WIDTH-1:0] rem;
  reg [WIDTH-1:0] root;
  reg [5:0] iter;
  reg running;
  wire [WIDTH-1:0] x_ext = x_in;
  always @(posedge clk or posedge rst) begin
    if (rst) begin
      rem <= 0;
      root <= 0;
      iter <= 0;
      sqrt_out <= 0;
      done <= 0;
      running <= 0;
    end else begin
      if (start && !running) begin
        rem <= { {(WIDTH){1'b0}}, x_ext };  
        root <= 0;
        iter <= WIDTH;  
        done <= 0;
        running <= 1;
      end else if (running) begin
        if (iter > 0) begin
          rem <= rem << 2;
          if (rem >= ({root, 2'b01} << (WIDTH-1))) begin
            rem <= rem - ({root, 2'b01} << (WIDTH-1));
            root <= (root << 1) | 1'b1;
          end else begin
            root <= (root << 1);
          end
          iter <= iter - 1;
        end else begin
          sqrt_out <= root;
          done <= 1;
          running <= 0;
        end
      end
    end
  end
endmodule
==> /design/flow/run.sh <==
#!/bin/bash
# OpenROAD 26Q1-2900-gdf79404cd8, Yosys 0.63+post, stock flow scripts
make -C /OpenROAD-flow-scripts/flow DESIGN_CONFIG=/design/flow/config.mk WORK_HOME=/design/flow/orfs finish
==> /design/flow/config.mk <==
export PLATFORM = sky130hd
export DESIGN_NAME = fixed_sqrt
export DESIGN_NICKNAME = fixed_sqrt
export VERILOG_FILES = /design/flow/design.v
export SDC_FILE = /design/flow/constraint.sdc
export NUM_CORES = 4
export LEC_CHECK = 1
export CORE_UTILIZATION = 50
==> /design/flow/constraint.sdc <==
current_design fixed_sqrt

set clk_period 9.8
set clk_io_pct 0.2

create_clock -name clk0 -period $clk_period [get_ports {clk}]

set non_clock_inputs [all_inputs -no_clocks]
set_input_delay [expr $clk_period * $clk_io_pct] -clock clk0 $non_clock_inputs
set_output_delay [expr $clk_period * $clk_io_pct] -clock clk0 [all_outputs]
==> metrics.cfg <==
[detailed_routing]
detail-route-antenna-nets=0
drcViolationCount=0
wire_per_inst_um=15.6
drtIter0Drc=165
diodes=0
vias=3235
avgViaCountPerCell=5.72
dr.pass1.iters=4
routed_wl_mm=8.82

[global_routing]
grt_usage_pct=23.7
grt_pass1_vias=2987
grt.overflow.total=0
grt_pass1_wl_mm=15.1
antenna_found_initial=0
grt_max_degree=51

[clock_tree]
cts_tree=built
clock_latency_ns=0.35
cts_made_buffers=9
cts.sinks=72
hold_buffers=0
h-tree-depth=3
cts_resized=0
cts.path.max_buffers=2
cts_setup_buffers=0
path_clk_slew_ns=0.08
cts_root_buffer=clkbuf_8

[outcome]
status=complete, no violations

[logic_synthesis]
syn_inst=426
ys_top_cells_by_count=72 x dfrtp_1, 54 x nand2_1, 36 x o21ai_0, 33 x inv_1, 23 x nand3_1
syn_area_um2=3950
ys_sh_simple_pct=17.4
yosysChipArea_um2=3950
async_flop_share_pct=100
ys_sh_adder_pct=5.70
top_cell=dfrtp_1
top_area_cell=dfrtp_1
edf_count=0
mux_area_share_pct=0.570
synth_flop_count=72
synth_area_per_cell_um2=9.28
synth_cell_types=52
synth-xor-area-share_pct=2.88
synthTopCellsByArea=dfrtp_1 46%, ha_1 5.7%, nand2_1 5.1%
ys_seq_share_pct=45.6
ys.flop_type=dfrtp_1
top_logic_kind=AND-OR/OR-AND gates
ys.warnings.count=1
ys_cells=426
synth.top_cell.area_share_pct=45.6
yosys.area_share.aoi_pct=22.4

[final_timing]
relSlewSlack_pct=42.3
worst_pin_slew_ns=0.862
max_freq_ghz=0.316
tns_ns=0
finalMaxSlewViolations=0
fin_crit_sh_pct=32.3
finalHoldViolations=0
fin_crit_ns=3.16
finalClockSkew_ns=0.00955
rsz0062_at_grt=no
finalSetupViolations=0

[floorplanning]
core_um2=7690
die_area_um2=8270
rows=32
dieHeight_um=90.9
fp_util_pct=51.4
ios=36
die_w_um=90.9

[worst_setup_path]
critPathMaxStageDelay_ns=0.49
crit_type=input pin to register
reg2regPathDepth=6
path_max_fanout=18
cp.required_ns=10.02
reg2reg_to=rem[21]
rrSetupSlack_ns=6.90
crit_slowest_cell=clkdlybuf4s50_1
crit_chain=clkdlybuf4s50_1 > nor2b_1 > nor2_4 > a222oi_1 > o31ai_1
crit_path_end_kind=register
reg2reg_from=iter[3]
startpoint_type=input pin
critPathArrivalTime_ns=3.38
critical_path.top_delay_family=AND-OR/OR-AND gates
crit_buf_inv=1

[layout]
fin_cells=566
area_delta_synth_final_pct=16.7
drive_above_1_share_pct=6.68
post-route-util_pct=60.0

[flow_run]
drv_cap=0
warnings=27

[placement]
portBuffers=35
place_inst=550
place_congestion=0.866
dp_hpwl_mm=6.11

[hold_path]
hold_class=register to register
hold_end=sqrt_out[0]
hp-start=sqrt_out[0]
hold-path-cell-count=2

layout by cell type (no fill, tap or decap), drive strengths merged, types with 7 or more instances in the layout:
| master | Yosys | layout |
|---|---|---|
| xor2 | 7 | 7 |
| a222oi | 8 | 8 |
| o221ai | 12 | 12 |
| clkbuf | 12 | 11 |
| nor3 | 13 | 13 |
| o21ai | 53 | 53 |
| a21oi | 15 | 15 |
| clkdlybuf4s50 | 0 | 35 |
| ha | 18 | 18 |
| and3 | 13 | 13 |
| nand3 | 23 | 23 |
| nand2 | 54 | 54 |
| dfrtp | 72 | 72 |
| nor2 | 16 | 16 |
| inv | 33 | 35 |
cell type report:
type	count	area, um^2
multi-input cells	302	1940
clock buffers	11	141
well taps	102	128
clock inverters	5	86.3
inverters	33	124
fillers	652	3070
flip-flops and latches	72	1800
repair buffers	41	395
logic make-up after synthesis:
group,after synthesis
xor gates and xnor gates,13
DFF,72
buffers and inverters,52
AOI/OAI and AO/OA,129
muxes,2
adders and majority gates,18
and+or+nand+nor,140
flip-flops by register name, indices dropped and copies added (netlist names):
signal    count
running       1
done          1
iter          6
root         16
rem          32
sqrt_out     16
worst reg2reg max path, delay by kind of cell, from the launching register on:
kind / cells / cell delay, ns
AND-OR/OR-AND: 3 / 1.11
AND/OR/NAND/NOR: 2 / 0.94
flip-flops: 1 / 0.43
buffers and inverters: 1 / 0.29
how the worst max path moves through the flow:
stage | startpoint | to | slack, ns | cells after the start
CTS | start | iter[5] | 6.64 | 5
global route | start | iter[5] | 6.55 | 5
finish | start | rem[30] | 6.64 | 5
routing by layer:
layer,global-route usage (%),routed length (um)
met5,0,0
met1,41.9,4640
met2,33.2,3730
met4,1.85,65
met3,4.20,382
per-stage QoR:
stage	area (um^2)	hold WS, ns	setup WS (ns)
detailed placement	4390	0.466	6.27
floorplan	3950	0.426	6.02
global placement	4390	0.462	6.30
global route	4620	0.512	6.55
finish	4620	0.479	6.64
CTS	4620	0.488	6.64
